File: flow/design.v
`timescale 1ns / 1ps
module adder(
    RA,
    RB,
    C_out,
    Add_out
    );
    input[3:0] RA, RB;
    output C_out;
    output[3:0] Add_out;
    assign {C_out, Add_out} = RA + RB;
endmodule
`timescale 1ns / 1ps
module controller(
    i_CLK,
    i_RESET,
    i_START,
    i_LSB,
    o_ADD_cmd,
    o_SHIFT_cmd,
    o_LOAD_cmd,
    o_DONE
    );
    input i_CLK, i_RESET, i_START, i_LSB;
    output o_ADD_cmd, o_SHIFT_cmd, o_LOAD_cmd, o_DONE;
    reg [1:0] temp_count;
    reg [2:0] state;
    parameter   IDLE    = 3'b000,
                INIT    = 3'b001,
                TEST    = 3'b010,
                ADD     = 3'b011,
                SHIFT   = 3'b100;
    always @(posedge i_CLK or negedge i_RESET)
    begin
        if(i_RESET == 1'b0)
        begin
            state <= IDLE;
            temp_count <= 2'b00;
        end
        else
        begin
            case(state)
                IDLE:
                begin
                    if(i_START == 1'b1)
                        state <= INIT;
                    else
                        state <= IDLE;
                end
                INIT:
                begin
                    state <= TEST;
                end
                TEST:
                begin
                    if(i_LSB == 1'b0)
                        state <= SHIFT;
                    else
                        state <= ADD;
                end
                ADD:
                begin
                    state <= SHIFT;
                end
                SHIFT:
                begin
                    if(temp_count == 2'b11)      
                    begin
                        temp_count <= 2'b00;     
                        state <= IDLE;           
                    end
                    else
                    begin
                        temp_count <= temp_count + 1;    
                        state <= TEST;
                    end
                end
            endcase
        end
    end
    assign o_DONE = (state == IDLE) ? 1'b1 : 1'b0;
    assign o_ADD_cmd = (state == ADD) ? 1'b1 : 1'b0;
    assign o_SHIFT_cmd = (state == SHIFT) ? 1'b1 : 1'b0;
    assign o_LOAD_cmd = (state == INIT) ? 1'b1 : 1'b0;
endmodule
`timescale 1ns / 1ps
module multiplier_result(
    i_CLK,
    i_RESET,
    i_B,
    i_LOAD_cmd,
    i_SHIFT_cmd,
    i_ADD_cmd,
    i_Add_out,
    i_C_out,
    o_mult_result,
    o_LSB,
    o_ACC_7_4
    );
    input i_CLK, i_RESET;
    input i_ADD_cmd, i_LOAD_cmd, i_SHIFT_cmd;
    input i_C_out;
    input[3:0] i_B, i_Add_out;
    output o_LSB;
    output[3:0] o_ACC_7_4;
    output[7:0] o_mult_result;
    reg[8:0] r_ACC;
    reg r_temp_Add_cmd;
    always @(posedge i_CLK, negedge i_RESET)
    begin
        if(i_RESET == 1'b0)
        begin
            r_ACC <= 9'd0;               
            r_temp_Add_cmd <= 1'b0;
        end
        else
        begin
            if(i_LOAD_cmd == 1'b1)
            begin
                r_ACC[8:4] <= 5'b0_0000;
                r_ACC[3:0] <= i_B;      
            end
            if(i_ADD_cmd == 1'b1)
            begin
                r_temp_Add_cmd <= 1'b1;
            end
            if(i_SHIFT_cmd == 1'b1)
            begin
                if(r_temp_Add_cmd == 1'b1)
                begin
                    r_temp_Add_cmd <= 1'b0;
                    r_ACC <= {1'b0, i_C_out, i_Add_out, r_ACC[3:1]};
                end
                else
                begin
                    r_ACC <= {1'b0, r_ACC[8:1]};
                end 
            end 
        end
    end
    assign o_ACC_7_4 = r_ACC[7:4];
    assign o_LSB = r_ACC[0];
    assign o_mult_result = r_ACC[7:0];
endmodule
`timescale 1ns / 1ps
module multiplicand(
    i_RESET,
    i_A,
    i_LOAD_cmd,
    r_A    
    );
    input i_RESET, i_LOAD_cmd;
    input[3:0] i_A;
    output reg [3:0] r_A;   
    always @(posedge i_LOAD_cmd, negedge i_RESET)
    begin
        if(i_RESET == 1'b0)
            r_A <= 4'b0000;      
        else
            r_A <= i_A;          
    end
endmodule
`timescale 1ns / 1ps
module multiplier(
    i_A,
    i_B,
    i_CLK,
    i_RESET,
    i_START,
    o_Y,
    o_DONE
    );
    input[3:0] i_A, i_B;
    input i_CLK, i_RESET, i_START;
    output[7:0] o_Y;
    output o_DONE;
    wire w_ADD_cmd;
    wire [3:0] w_Add_out;
    wire w_C_out;
    wire w_LOAD_cmd;
    wire w_LSB;
    wire [3:0] RA, RB;
    wire SHIFT_cmd;
    adder inst1(
        .RA(RA),
        .RB(RB),
        .C_out(w_C_out),
        .Add_out(w_Add_out)
        );
    controller inst2(
        .i_RESET(i_RESET),
        .i_CLK(i_CLK),
        .i_START(i_START),
        .i_LSB(w_LSB),
        .o_ADD_cmd(w_ADD_cmd),
        .o_SHIFT_cmd(SHIFT_cmd),
        .o_LOAD_cmd(w_LOAD_cmd),
        .o_DONE(o_DONE)
        );
    multiplicand inst3(
        .i_RESET(i_RESET),
        .i_A(i_A),
        .i_LOAD_cmd(w_LOAD_cmd),
        .r_A(RA)
        );
    multiplier_result inst4(
        .i_RESET(i_RESET),
        .i_CLK(i_CLK),
        .i_B(i_B),
        .i_LOAD_cmd(w_LOAD_cmd),
        .i_SHIFT_cmd(SHIFT_cmd),
        .i_ADD_cmd(w_ADD_cmd),
        .i_Add_out(w_Add_out),
        .i_C_out(w_C_out),
        .o_mult_result(o_Y),
        .o_LSB(w_LSB),
        .o_ACC_7_4(RB)
        );
endmodule
File: flow/run.sh
#!/bin/bash
# OpenROAD 26Q1-2900-gdf79404cd8, Yosys 0.63+post, stock flow scripts
make -C /OpenROAD-flow-scripts/flow DESIGN_CONFIG=/design/flow/config.mk WORK_HOME=/design/flow/orfs finish
File: flow/config.mk
export PLATFORM = sky130hd
export DESIGN_NAME = multiplier
export DESIGN_NICKNAME = multiplier
export VERILOG_FILES = /design/flow/design.v
export SDC_FILE = /design/flow/constraint.sdc
export NUM_CORES = 4
export LEC_CHECK = 1
export CORE_AREA = 10 10 81 81
export DIE_AREA = 0 0 91 91
File: flow/constraint.sdc
current_design multiplier

set clk_period 3.5
set clk_io_pct 0.2

create_clock -name clk0 -period $clk_period [get_ports {i_CLK}]

set non_clock_inputs [all_inputs -no_clocks]
set_input_delay [expr $clk_period * $clk_io_pct] -clock clk0 $non_clock_inputs
set_output_delay [expr $clk_period * $clk_io_pct] -clock clk0 [all_outputs]
==> qor.csv <==
stage;metric;value;unit
sta;untimed_endpoints;4;
pwr;irDropWorstVdd;0.000223;V
flow_run;log.warning_count;25;
yosys;topCellsByArea;sky130_fd_sc_hd__dfrtp_1, sky130_fd_sc_hd__mux2i_1, sky130_fd_sc_hd__ha_1;
yosys;top_logic_kind;AND-OR/OR-AND gates;
floorplan;row_count;25;
floorplan;die_x;91;µm
critical_path;crit_family;flip-flops;
critical_path;endpoint_kind;primary output;
sta;finalCritPeriodShare;0.555;
yosys;synth-simple-area-share;0.0914;
detailed_routing;route.antenna.remaining_nets;0;
pwr;design_power_total;801;µW
cts;post_cts_buffers;0;
sta;finalSetupTns;0;ns
pwr;power_share_of_the_sequential_group;0.450;
global_route;via_count_of_the_first_global_routing_pass;622;
sta;unclocked_regs;4;
min_path;worst_hold_path.num_cells;2;
floorplan;chipArea;8280;µm²
place;post_placement_cell_area;1180;µm²
pwr;p_int;552;µW
detailed_routing;routed_wirelength;1840;µm
place;gpl_wtd_cong;0.737;
yosys;synth_chip_area;945;µm²
cts;cts-resized-gates;0;
floorplan;height_of_the_chip;91;µm
global_route;grt_start_max_net_pins;23;
sta;skew;0.00142;ns
pwr;pwr-share-clk;0.200;
global_route;antenna_found_initial;0;
yosys;post_synth_instance_area;945;µm²
detailed_routing;dr.first_iter.drc_count;51;
detailed_routing;diode_count;0;
critical_path;cp.arrival;1.24;ns
yosys;ys.warnings.count;3;
cts;max-clock-path-buffers;2;
detailed_routing;routed_via_density;3.71;
yosys;synth.mux.area_fraction;0.0861;
min_path;tightest_hold_check_type;flip-flop to flip-flop;
yosys;syn-instance-count;82;
yosys;ys_cells;82;
detailed_routing;avgRoutedWirePerCell;10.9;µm
cts;clk_ins_delay_skew_pair;0.24;ns
cts;cts-root-buf;sky130_fd_sc_hd__clkbuf_8;
critical_path;r2r.worst_path.cells;7;
critical_path;critPathKind;flip-flop to primary output;
yosys;synth_compound_gate_area_share;0.107;
sta;maxSlewHeadroom;0.584;
critical_path;critical_path_buf_inv_count;1;
floorplan;core-area;4820;µm²
cells_and_area;layout-drive-gt1-share;0.0693;
floorplan;io_pins;20;
detailed_routing;via_count;623;
cts;clk_pin_slew_worst_setup_hold_paths;0.06;ns
sta;setup_repair_after_global_routing_missed_its_margin;no;
sta;slew_violations;0;
sta;max_freq;515;MHz
critical_path;crit_path_max_incr_delay;0.54;ns
yosys;syn_avg_cell_area;11.5;µm²
critical_path;cp_slowest_cell;sky130_fd_sc_hd__dfstp_2;
pwr;switching_power;250;µW
sta;hold_viol;0;
floorplan;core_util_floorplan;0.196;
critical_path;path_cells;clkdlybuf4s50_1;
detailed_routing;detail_route.first_pass.iterations;3;
detailed_routing;number_of_drc_violations_after_detailed_routing;0;
cells_and_area;finalCoreUtilization;0.256;
place;detailed_place_hpwl;1430;µm
global_route;grt_remaining_overflow;0;
sta;report.final.setup_viol;0;
yosys;synth.top_cell.area_share;0.503;
yosys;ys_seq_share;0.531;
global_route;grt_first_pass_wirelength;3000;µm
cells_and_area;post_layout_nonfiller_instances;168;
yosys;ys.flops;20;
cells_and_area;postLayoutCellArea;1230;µm²
flow_run;max_cap_viols;0;
critical_path;crit_path_start_kind;flip-flop;
cts;cts_inserted_buffers;3;
pwr;pwr_density_cell;650;nW/µm²
critical_path;required;2.80;ns
sta;layout_min_cycle_time;1.94;ns
pwr;combinationalPowerShare;0.350;
critical_path;r2r_setup_slack;1.94;ns
global_route;total_routing_usage_reported_by_global_routing;0.0440;
critical_path;cp.depth;1;
pwr;netSwitchingFraction;0.312;
pwr;leakage;0.000528;µW
yosys;post_synthesis_share_of_cell_area_spent_on_xor_and_xnor_gates;0.00927;
yosys;synth.distinct_cells;29;
sta;worstMarginPinSlew;0.624;ns
cells_and_area;flow.area_growth_from_synthesis;30.5;%
yosys;top_area_cell;sky130_fd_sc_hd__dfrtp_1;
outcome;run_status;finished clean;
cts;tritoncts;done;
place;placedCellCount;164;
cts;holdBufCountCts;0;
critical_path;worstPathMaxFanout;3;
cts;cts-htree-levels;1;
place;buffer_ports.inserted;19;
yosys;ys_sh_adder;0.0874;
==> cell type report <==
cell class,instances,area [µm²]
Fill cell,514,3580
Tap cell,67,83.8
Clock buffer,4,55.1
Sequential cell,20,502
Timing Repair Buffer,20,198
Multi-Input combinational cell,48,360
Inverter,9,33.8
==> registers in the layout (all words and copies together), names as in the netlist <==
register,cells
inst2.temp_count,2
inst4.r_temp_Add_cmd,1
inst3.r_A,4
inst2.state,5
inst4.r_ACC,8
==> cell usage in the layout (no fill, tap or decap), types with 2 or more instances in the layout <==
cell type,count
sky130_fd_sc_hd__nor2_1,2
sky130_fd_sc_hd__dfrtp_1,19
sky130_fd_sc_hd__and2_1,2
sky130_fd_sc_hd__clkbuf_8,4
sky130_fd_sc_hd__inv_1,9
sky130_fd_sc_hd__clkdlybuf4s50_1,19
sky130_fd_sc_hd__ha_1,5
sky130_fd_sc_hd__nand2b_1,2
sky130_fd_sc_hd__mux2i_1,7
sky130_fd_sc_hd__nand2_1,6
sky130_fd_sc_hd__o21ai_0,5
sky130_fd_sc_hd__a21oi_1,4
sky130_fd_sc_hd__a21o_1,2
==> tightest hold or removal path: cells and delay by family (launching register included) <==
kind / cells / cell delay, ns
flip-flops: 1 / 0.32
buffers and inverters: 1 / 0.04
AND-OR/OR-AND: 1 / 0.06
==> path summary, 6_finish.rpt <==
| check | startpoint | endpoint |
|---|---|---|
| setup / recovery | inst2.state[0]$_DFF_PN1_ | o_DONE |
| hold reg to reg | inst2.state[4]$_DFF_PN0_ | inst2.state[1]$_DFF_PN0_ |
| max in group asynchronous | i_RESET | inst2.state[0]$_DFF_PN1_ |
| setup reg to reg | inst4.r_ACC[4]$_DFFE_PN0P_ | inst4.r_ACC[5]$_DFFE_PN0P_ |
| min in group asynchronous | i_RESET | inst4.r_ACC[5]$_DFFE_PN0P_ |
| hold / removal | inst2.state[4]$_DFF_PN0_ | inst2.state[1]$_DFF_PN0_ |
==> power groups by stage <==
stage	clock network [µW]	registers (µW)	logic, µW
after CTS	168	364	290
after global routing	180	376	324
final	160	361	280
==> cell families (layout without fill, tap and decap cells) <==
family	Yosys count	after routing
xor gates and xnor gates	1	1
adders and majority gates	6	6
AOI/OAI and AO/OA	16	16
muxes	8	8
DFF	20	20
buffers and inverters	14	33
and+or+nand+nor	17	17
==> metal layers <==
layer / share of wire / vias up / global-route usage
li1: - / 311 / -
met1: 0.46 / 298 / 0.0572
met2: 0.46 / 12 / 0.0692
met3: 0.071 / 2 / 0.0199
met4: 0.0044 / 0 / 0.00261
met5: 0 / - / 0
==> synth_stat cells <==
master,number
sky130_fd_sc_hd__o31a_1,1
sky130_fd_sc_hd__nand2b_1,2
sky130_fd_sc_hd__buf_4,1
sky130_fd_sc_hd__dfrtp_1,19
sky130_fd_sc_hd__a211oi_1,1
sky130_fd_sc_hd__o32ai_1,1
sky130_fd_sc_hd__ha_1,5
sky130_fd_sc_hd__nor2_1,2
sky130_fd_sc_hd__xor2_1,1
sky130_fd_sc_hd__mux2_2,1
sky130_fd_sc_hd__a21oi_1,4
sky130_fd_sc_hd__fa_1,1
sky130_fd_sc_hd__nor2b_1,1
sky130_fd_sc_hd__nand4_1,1
sky130_fd_sc_hd__dfstp_2,1
sky130_fd_sc_hd__inv_1,9
sky130_fd_sc_hd__and2_1,2
sky130_fd_sc_hd__mux2i_1,7
sky130_fd_sc_hd__nand3_1,1
sky130_fd_sc_hd__buf_6,2
sky130_fd_sc_hd__nand2_1,6
sky130_fd_sc_hd__or3_1,1
sky130_fd_sc_hd__nand3b_1,1
sky130_fd_sc_hd__a22o_1,1
sky130_fd_sc_hd__clkbuf_8,1
sky130_fd_sc_hd__buf_2,1
sky130_fd_sc_hd__o31ai_1,1
sky130_fd_sc_hd__o21ai_0,5
sky130_fd_sc_hd__a21o_1,2
==> metrics by stage <==
stage	worst slack [ns]	hold slack [ns]
floorplan	2.11	0.404
global placement	1.82	0.438
detailed placement	1.82	0.450
CTS	1.54	0.467
global route	1.50	0.507
finish	1.56	0.460
Power is estimated from default activity; no workload was simulated.
